### run.sh
#!/bin/bash
# OpenROAD 26Q1-2900-gdf79404cd8, Yosys 0.63+post, stock flow scripts
make -C /OpenROAD-flow-scripts/flow DESIGN_CONFIG=/design/flow/config.mk WORK_HOME=/design/flow/orfs finish
### constraint.sdc
current_design ramdecoder

set clk_period 49.9
set clk_io_pct 0.2

create_clock -name clk0 -period $clk_period

set non_clock_inputs [all_inputs -no_clocks]
set_input_delay [expr $clk_period * $clk_io_pct] -clock clk0 $non_clock_inputs
set_output_delay [expr $clk_period * $clk_io_pct] -clock clk0 [all_outputs]
### design.v
module ramdecoder(
	input [9:0] A,
	output [1023:0] MEM
	);
always_comb begin
 	MEM = 0;
 	MEM[A] = 1;
end 
endmodule
### config.mk
export PLATFORM = sky130hd
export DESIGN_NAME = ramdecoder
export DESIGN_NICKNAME = ramdecoder
export VERILOG_FILES = /design/flow/design.v
export SDC_FILE = /design/flow/constraint.sdc
export NUM_CORES = 4
export LEC_CHECK = 1
export CORE_AREA = 10 10 398 398
export DIE_AREA = 0 0 408 408
==> impl_metrics.ini <==
; flow metrics
[status]
run_status = completed

[power]
internal_power_w = 0.00001206
power_leakage_nw = 4.743
cellPowerDensity_nw_per_um2 = 3.189
worst_ir_drop_vdd_v = 0.000003942
switchingPower_w = 0.00005431
power_switching_share_pct = 81.82

[detailed_routing]
routed_via_density = 3.630
drcViolationCount = 0
first_iter_violations = 1830
route.antenna.remaining_nets = 0
drt_wl_total_um = 111700
overall_via_count_from_detail_route = 15960
dr.pass1.iters = 5
avgRoutedWirePerCell_um = 25.42

[die]
floorplan.rows = 142
fp_util_pct = 4.961
pin_count = 1034
core-area_um2 = 149800
die-width_um = 408
die_height_um = 408
fp.dieArea_um2 = 166500

[yosys]
top_cell_area_share_pct = 55.30
synthesis.area_per_instance_um2 = 5.017
netlist.top_cell.by_area = sky130_fd_sc_hd__nor3_1
post_synth_num_cell_types = 46
yosysChipArea_um2 = 7431
synth.top_cells.by_area = sky130_fd_sc_hd__nor3_1, sky130_fd_sc_hd__nor2_1, sky130_fd_sc_hd__clkbuf_1
postSynthCellCount = 1481
synth-seq-area-share_pct = 0
synthesized_cell_area_um2 = 7431
synth_warn = 3
number_of_cells_in_yosys_stat = 1481

[run]
reported_max_cap_violation_count = 0
warnings = 39

[final_timing]
timing_max_transition_violations_final = 0
slew_headroom_pct = 21.44
final_critical_path_time_including_i_o_delays_and_setup_ps = 24570
fmax_mhz = 40.71
finalHoldWorstSlack_ps = 21130
fin_crit_sh_pct = 49.23
fin_tns_setup_ps = 0
worst_pin_slew_ps = 1178
finalSetupViolCount = 0
grt_setup_unrepaired = no
hold_viol = 0

[setup_path]
crit_path_max_fanout = 30
cp_data_required_time_ps = 39920
cp_slowest_stage_delay_ps = 710
worst-endpoint-arrival_ps = 14590
worst_path_max_delay_cell = sky130_fd_sc_hd__nor3b_1
end_kind = output port
critical_path.cell_chain = clkdlybuf4s50_1 > inv_1 > ha_1 > nor3b_1 > xor2_4 > buf_4 > nand2_2 > buf_4 > nor3_1 > clkdlybuf4s50_1
critPathLaunchType = input port
worst-setup-path-type = in2out

[clock_network]
cts_hold_buffers = 0
cts_setup_buffers = 0
post_cts_resized = 0

[worst_hold_path]
hold_path_class = in2out

[layout]
signed_area_change_from_the_synthesized_netlist_to_the_final_layout_pct = 180.1
final_common_cell = sky130_fd_sc_hd__clkdlybuf4s50_1
drive_above_1_share_pct = 9.401
top_layout_cells = sky130_fd_sc_hd__clkdlybuf4s50_1, sky130_fd_sc_hd__nor3_1, sky130_fd_sc_hd__nor2_1, sky130_fd_sc_hd__buf_4, sky130_fd_sc_hd__o211ai_1
stdcell_count = 4396
count_of_sequential_standard_cells = 0
layout.area.comb_um2 = 6833
fillers = 17170
layout.clock_buffers = 0
register_area_um2 = 0

[global_route]
grt_antenna_before_repair = 17
overflow = 0
grt_max_degree = 129
global_route.usage.total_pct = 12.51
first_global_vias = 14780
grt_first_pass_wirelength_um = 142900

[placement]
dpl.cell_count = 4388
buffer_ports.inserted = 1034
dpl.hpwl_um = 86870
gpl.final_weighted_congestion = 0.7792
## final cells by class
cell class | count | share of cell area (%)
Timing Repair Buffer | 1177 | 54.91
Multi-Input combinational cell | 1192 | 32.82
Tap cell | 2016 | 12.12
Antenna cell | 8 | 0.09617
Inverter | 3 | 0.05409
## worst paths after layout
| check | startpoint | to | slack (ps) | depth (start not counted) |
|---|---|---|---|---|
| hold / removal | A[9] | MEM[64] | 21130 | 4 |
| setup / recovery | A[0] | MEM[733] | 25330 | 10 |
## kinds of logic (layout without fill, tap and decap cells)
logic type,after synthesis,in the layout,synth area share [%]
AND/OR/NAND/NOR,1096,1096,72.35
buffers and inverters,289,1180,16.74
AND-OR/OR-AND,89,89,9.884
adder cells (fa/ha/maj),4,4,0.6735
XOR/XNOR,3,3,0.3537
other,0,8,0
## worst max-delay path: cells and delay by family
kind | cells | cell delay, ps
XOR/XNOR | 1 | 160
adder cells (fa/ha/maj) | 1 | 420
buffers and inverters | 5 | 2310
AND/OR/NAND/NOR | 3 | 1650
## power groups by stage
stage         Clock, W  Combinational (W)  Sequential (W)
global route         0          0.0000697               0
CTS                  0          0.0000671               0
## stage by stage
step,worst slack [ps],area (um^2),util [%],total power [W]
after floorplan,27690,7431,-,0.00003214
after global placement,24930,20800,13.89,0.00006663
after detailed placement,24950,20800,13.89,0.00006703
after CTS,24940,20800,13.89,0.00006709
after global routing,24980,20800,13.89,0.00006974
final,25330,20820,13.90,0.00006638
## cells in the mapped netlist (2+ instances only)
cell                          n
sky130_fd_sc_hd__nor2b_1      4
sky130_fd_sc_hd__o21ai_1      3
sky130_fd_sc_hd__or2_2        3
sky130_fd_sc_hd__buf_6        3
sky130_fd_sc_hd__xnor2_1      2
sky130_fd_sc_hd__o311a_1      4
sky130_fd_sc_hd__buf_2      103
sky130_fd_sc_hd__nand2b_1     3
sky130_fd_sc_hd__nor3_1     821
sky130_fd_sc_hd__o32ai_2      4
sky130_fd_sc_hd__buf_1        3
sky130_fd_sc_hd__a21oi_1      4
sky130_fd_sc_hd__nor4_4       2
sky130_fd_sc_hd__a31oi_1      3
sky130_fd_sc_hd__a21boi_1     2
sky130_fd_sc_hd__o31ai_1     12
sky130_fd_sc_hd__ha_1         4
sky130_fd_sc_hd__or4b_2       2
sky130_fd_sc_hd__a221oi_1     4
sky130_fd_sc_hd__inv_1        3
sky130_fd_sc_hd__nor4_2       2
sky130_fd_sc_hd__nand2_1      8
sky130_fd_sc_hd__o211ai_1    17
sky130_fd_sc_hd__nand3_1     15
sky130_fd_sc_hd__o21ai_0      2
sky130_fd_sc_hd__nor2_1     210
sky130_fd_sc_hd__nor3b_1      2
sky130_fd_sc_hd__o32ai_1      4
sky130_fd_sc_hd__nor3_2       9
sky130_fd_sc_hd__nor4_1       5
sky130_fd_sc_hd__or3_1        3
sky130_fd_sc_hd__buf_4        2
sky130_fd_sc_hd__clkbuf_1   175
sky130_fd_sc_hd__o2111ai_1   26
## metal layers
layer	vias to the layer above	track usage [%]	share of wire [%]
li1	7155	-	-
met1	7687	14.40	37
met2	992	22.22	50
met3	121	3.396	8.7
met4	4	4.003	3.7
met5	-	0	0.024
Power and IR drop assume default switching activity.
